--- design/flow/run.sh ---
#!/bin/bash
# OpenROAD 26Q1-2900-gdf79404cd8, Yosys 0.63+post, stock flow scripts
make -C /OpenROAD-flow-scripts/flow DESIGN_CONFIG=/design/flow/config.mk WORK_HOME=/design/flow/orfs finish
--- design/flow/config.mk ---
export PLATFORM = sky130hd
export DESIGN_NAME = KeyboardToRS232
export DESIGN_NICKNAME = KeyboardToRS232
export VERILOG_FILES = /design/flow/design.v
export SDC_FILE = /design/flow/constraint.sdc
export NUM_CORES = 4
export LEC_CHECK = 1
export CORE_AREA = 10 10 89 89
export DIE_AREA = 0 0 99 99
--- design/flow/constraint.sdc ---
current_design KeyboardToRS232

set clk_period 2.6
set clk_io_pct 0.2

create_clock -name clk0 -period $clk_period [get_ports {CLOCK_50}]

set non_clock_inputs [all_inputs -no_clocks]
set_input_delay [expr $clk_period * $clk_io_pct] -clock clk0 $non_clock_inputs
set_output_delay [expr $clk_period * $clk_io_pct] -clock clk0 [all_outputs]
--- design/flow/design.v ---
module KeyboardToRS232(
    input wire PS2_DAT,         
    input wire PS2_CLK,         
	 input wire UART_RXD,        
	 output wire UART_TXD,       
    input wire CLOCK_50,        
    output wire [9:0] LEDR,     
    output wire [7:0] LEDG,     
    output wire [6:0] HEX0      
);
parameter BAUD_RATE = 115200;
parameter DATA_BITS = 8;
parameter STOP_BITS = 1;
parameter START_BITS = 1;
parameter UART_CLK_DIVIDER = 50_000_000 / (BAUD_RATE + 1);  
reg [DATA_BITS + START_BITS + STOP_BITS - 1:0] tx_data;  
reg tx_valid;  
reg tx_busy;   
reg [2:0] tx_state;  
reg [7:0] tx_shift_reg;         
reg [10:0] shift_reg = 11'b00000000000;  
reg inverted_ps2_clock;                  
reg [10:0] synchronized_shift_reg;       
reg [6:0] decoded_scan_code;             
reg [7:0] binary_scan_code;              
function [6:0] decoder_code;
    input [10:0] code;
    begin
        case(code)
            11'b01010001001: decoder_code = 7'b1000000;  
            11'b00110100001: decoder_code = 7'b1111001;  
            11'b00111100011: decoder_code = 7'b0100100;  
            11'b00110010001: decoder_code = 7'b0110000;  
            11'b01010010001: decoder_code = 7'b0011001;  
            11'b00111010011: decoder_code = 7'b0010010;  
            11'b00110110011: decoder_code = 7'b0000010;  
            11'b01011110001: decoder_code = 7'b1111000;  
            11'b00111110001: decoder_code = 7'b0000000;  
            11'b00110001001: decoder_code = 7'b0010000;  
            11'b00000111001: decoder_code = 7'b1000000;  
            11'b01001011011: decoder_code = 7'b1111001;  
            11'b00100111011: decoder_code = 7'b0100100;  
            11'b00101111001: decoder_code = 7'b0110000;  
            11'b01101011001: decoder_code = 7'b0011001;  
            11'b01100111001: decoder_code = 7'b0010010;  
            11'b00010111011: decoder_code = 7'b0000010;  
            11'b00011011011: decoder_code = 7'b1111000;  
            11'b01010111001: decoder_code = 7'b0000000;  
            11'b01011111011: decoder_code = 7'b0010000;  
            default: decoder_code = 7'b1111111;  
        endcase
    end
endfunction
function [7:0] binary_converter;
    input [10:0] code;
    begin
        case(code)
            11'b01010001001: binary_converter = 8'b00000000;  
            11'b00110100001: binary_converter = 8'b00000001;  
            11'b00111100011: binary_converter = 8'b00000010;  
            11'b00110010001: binary_converter = 8'b00000011;  
            11'b01010010001: binary_converter = 8'b00000100;  
            11'b00111010011: binary_converter = 8'b00000101;  
            11'b00110110011: binary_converter = 8'b00000110;  
            11'b01011110001: binary_converter = 8'b00000111;  
            11'b00111110001: binary_converter = 8'b00001000;  
            11'b00110001001: binary_converter = 8'b00001001;  
            11'b00000111001: binary_converter = 8'b00000000;  
            11'b01001011011: binary_converter = 8'b00000001;  
            11'b00100111011: binary_converter = 8'b00000010;  
            11'b00101111001: binary_converter = 8'b00000011;  
            11'b01101011001: binary_converter = 8'b00000100;  
            11'b01100111001: binary_converter = 8'b00000101;  
            11'b00010111011: binary_converter = 8'b00000110;  
            11'b00011011011: binary_converter = 8'b00000111;  
            11'b01010111001: binary_converter = 8'b00001000;  
            11'b01011111011: binary_converter = 8'b00001001;  
            default: binary_converter = 8'b00000000;  
        endcase
    end
endfunction
initial begin
    tx_data = {1'b0, 8'b0, 1'b1};  
    tx_valid = 0;
    tx_busy = 0;
    tx_state = 3'b000;  
    tx_shift_reg = 8'hFF;  
end
always @(posedge CLOCK_50) begin
    case (tx_state)
        2'b00: begin  
            if (tx_valid) begin
                tx_shift_reg = {1'b0, tx_data, 1'b1};  
                tx_state = 2'b01;  
            end
        end
        2'b01: begin  
            tx_shift_reg = {1'b0, tx_shift_reg[7:1]};  
            tx_state = 2'b10;  
        end
        2'b10: begin  
            tx_shift_reg = {1'b0, tx_shift_reg[7:1]};  
            if (tx_shift_reg[0]) begin
                tx_state = 2'b11;  
            end
        end
        2'b11: begin  
            tx_shift_reg = 8'hFF;  
            tx_state = 2'b00;  
            tx_valid = 0;  
        end
    endcase
end
assign UART_TXD = tx_data[DATA_BITS + START_BITS + STOP_BITS - 1];  
always @(posedge CLOCK_50) begin
    if (!tx_busy) begin
        tx_data = {1'b0, binary_converter(synchronized_shift_reg), 1'b1};  
        tx_busy = 1;  
    end
end
always @(posedge CLOCK_50) begin
    inverted_ps2_clock <= ~PS2_CLK;  
end
always @(posedge inverted_ps2_clock) begin
    shift_reg <= {shift_reg[9:0], PS2_DAT};  
end
always @(posedge CLOCK_50) begin
    synchronized_shift_reg <= shift_reg;  
	 decoded_scan_code <= decoder_code(synchronized_shift_reg);
	 binary_scan_code <= binary_converter(synchronized_shift_reg);
end
assign LEDR = synchronized_shift_reg[9:0];  
assign LEDG[7] = synchronized_shift_reg[10];  
assign HEX0 = decoder_code(synchronized_shift_reg);  
endmodule
==> impl_metrics.ini <==
; implementation run metrics
[run_status]
status = finished with violations
violations = setup timing

[global_routing]
grt_pass1_vias = 1087
antenna_found_initial = 0
globalRoute.totalOverflow = 0
grt_pass1_wl_um = 5160
grt_max_degree = 15
grt_use_total = 0.0601

[die]
die_width_um = 99
die_y_um = 99
core_area_um2 = 5990
rows = 28
top_level_ports = 30
die_area_um2 = 9800
fp_util = 0.187

[logic_synthesis]
synth_chip_area_um2 = 1120
yosys_warnings = 8
synthTopCellsByCount = dfxtp_1 (23), buf_4 (11), nand2b_1 (5), o21ai_1 (5)
ys_top_cells_by_area = dfxtp_1 (41%), buf_4 (7.4%), nand4bb_1 (3.0%)
syn_area_per_cell_um2 = 10.2
synth_cells = 110
edf_count = 0
yosysTopAreaCellShare = 0.411
ys.flop_type = dfxtp_1
synth_async_sr_flop_share = 0
postSynthSeqShare = 0.411
yosysTopAreaCell = dfxtp_1
yosysCellCount = 110
synth_cell_types = 41
top_cell = dfxtp_1
ys.flops = 23
syn_area_um2 = 1120

[flow_run]
log.warning_count = 28
drv_cap = 0

[critical_path]
endpoint = HEX0[1]
critical_path_required_ns = 2.08
path_class = flip-flop to output port
cp_max_fo = 5
cp-start-kind = flip-flop
worstPathArrival_ns = 2.16
crit_start = synchronized_shift_reg[0]
critPathCaptureType = output port

[pwr]
ir_worst_vdd_mv = 0.394
power.total_mw = 0.421
pwr_density_cell_nw_per_um2 = 227
p_leak_nw = 0.727

[clock_tree]
numCtsBuffers = 3
clkTransAtPathRegs_ns = 0.05
clk_path_buf_depth = 2
cts_tree = done
h-tree-depth = 1
root_buffer = clkbuf_8

[sta]
period_needed_ns = 2.68
hold_viol = 0
fmax_mhz = 372
fin_crit_sh = 1.03
rsz0062_at_grt = true
untimed_endpoints = 22
timing.final.ws_setup_ns = -0.0846
unclocked_pins = 11
fin_hold_ws_ns = 0.759
fin_tns_setup_ns = -0.150
final-setup-viol-count = 3
final_max_slew_viol_count = 0

[final_layout]
fillCellCount = 586
drive_gt1_frac = 0.526
regArea_um2 = 488
comb_area_um2 = 672
fin_area_um2 = 1850
area_delta_synth_final_pct = 65.6

[route]
diodes = 0
drt-initial-drc-count = 71
viasPerCell = 4.40
wl_um = 3140
drtPass1Iterations = 4
ant_nets = 0
wl_per_cell_um = 12.7
remaining_drc_errors = 0
vias = 1091

[placement]
place.gp.congestion = 0.847
hpwl_um = 2230
dp_slack_ns = -0.126
placedInstanceArea_um2 = 1550
io_buffers = 20

[hold_path]
worstHoldPathType = primary input to flip-flop
## cell type report
cell class                 instances  area share
sequential                        23       0.263
multi-input combinational         79       0.362
timing repair buffer              67       0.300
tap                               75      0.0506
inverter                           1     0.00202
clock buffer                       3      0.0223
## layer usage
layer | wire (um) | part of all wire | up-vias | global-route usage
met5 | 0 | 0 | - | 0
met4 | 47 | 0.015 | 0 | 0.0154
met3 | 166 | 0.053 | 6 | 0.0113
met2 | 1580 | 0.50 | 32 | 0.104
met1 | 1340 | 0.43 | 521 | 0.0745
li1 | - | - | 532 | -
## what timing repair did
item | 4_1_cts | 5_1_grt
buffers inserted | 16 | 3
hold endpoints to repair | 0 | 0
pin swaps | 11 | 7
setup endpoints to repair | 7 | 7
hold buffers | 0 | 0
resized | 46 | 18
## worst min-delay path by stage
stage,startpoint,to,depth (start not counted)
5_1_grt,PS2_CLK,inverted_ps2_clock,2
6_report,PS2_CLK,inverted_ps2_clock,2
4_1_cts,PS2_CLK,inverted_ps2_clock,2
## layout by cell type, fill, tap and decap left out, drive strengths merged
| cell type | netlist | layout |
|---|---|---|
| buf | 14 | 50 |
| dfxtp | 23 | 23 |
| clkdlybuf4s50 | 0 | 13 |
| conb | 1 | 8 |
| clkbuf | 0 | 7 |
| nand2b | 6 | 6 |
| o21ai | 5 | 5 |
| or4 | 4 | 4 |
| nand4b | 3 | 3 |
| nand4bb | 3 | 3 |
| nand4 | 3 | 3 |
| nor3 | 3 | 3 |
| nor2 | 3 | 3 |
| nand2 | 3 | 3 |
| nor3b | 3 | 3 |
| nor4 | 3 | 3 |
| a21oi | 2 | 2 |
| nor2b | 2 | 2 |
| nor4b | 2 | 2 |
| a31o | 2 | 2 |
| nand3b | 2 | 2 |
| a31oi | 2 | 2 |
| or4bb | 2 | 2 |
| and3 | 2 | 2 |
| o41ai | 2 | 2 |
| or3b | 2 | 2 |
| o2111ai | 2 | 2 |
| xnor2 | 1 | 1 |
| o22ai | 1 | 1 |
| a2111oi | 1 | 1 |
| and3b | 1 | 1 |
| or2 | 1 | 1 |
| a41o | 1 | 1 |
| and2b | 1 | 1 |
| or2b | 1 | 1 |
| o211ai | 1 | 1 |
| nand3 | 1 | 1 |
| inv | 1 | 1 |
## through the flow
step	util	instances
final	0.310	248
after global routing	0.310	248
after CTS	0.302	246
after detailed placement	0.259	227
after global placement	0.259	227
after floorplan	-	117
## worst max-delay path, stage by stage (launching register included)
cell and delay [ns]:
dfxtp_2 0.33, or3b_4 0.24, buf_4 0.10, nor3_1 0.04
a41o_1 0.20, or4_4 0.56, buf_6 0.14, buf_6 0.10
o21ai_2 0.11, buf_2 0.10
## where the power goes
group	internal (mW)	total (mW)	leakage (nW)	switching [mW]
Sequential	0.199	0.213	0.196	0.0135
Combinational	0.0348	0.0534	0.509	0.0186
Clock	0.101	0.155	0.0216	0.0545
Total	0.335	0.421	0.727	0.0866
## kinds of logic after synthesis
group / Yosys count / share of synthesized area
flops: 23 / 0.411
compound gates: 19 / 0.151
xor+xnor: 1 / 0.00782
simple gates: 51 / 0.331
buf+inv: 15 / 0.0961
other cells: 1 / 0.00335
Power is estimated from default activity; no workload was simulated.
